==> /design/flow/design.v <==
interface jtag_if (
    input logic tck_pad_i
);
    logic tms_pad_i;
    logic trst_pad_i;
    logic tdi_pad_i;
    logic tdo_pad_o;
    logic tdo_padoe_o;
    logic shift_dr_o;
    logic pause_dr_o;
    logic update_dr_o;
    logic capture_dr_o;
    logic extest_select_o;
    logic sample_preload_select_o;
    logic mbist_select_o;
    logic debug_select_o;
    logic tdo_o;
    logic debug_tdi_i;
    logic bs_chain_tdi_i;
    logic mbist_tdi_i;
endinterface
// synopsys translate_off
// synopsys translate_on
module tap_top (
    tms_pad_i,
    tck_pad_i,
    trst_pad_i,
    tdi_pad_i,
    tdo_pad_o,
    tdo_padoe_o,
    shift_dr_o,
    pause_dr_o,
    update_dr_o,
    capture_dr_o,
    extest_select_o,
    sample_preload_select_o,
    mbist_select_o,
    debug_select_o,
    tdo_o,
    debug_tdi_i,   
    bs_chain_tdi_i,   
    mbist_tdi_i   
);
    input tms_pad_i;   
    input tck_pad_i;   
    input trst_pad_i;   
    input tdi_pad_i;   
    output tdo_pad_o;   
    output tdo_padoe_o;   
    output shift_dr_o;
    output pause_dr_o;
    output update_dr_o;
    output capture_dr_o;
    output extest_select_o;
    output sample_preload_select_o;
    output mbist_select_o;
    output debug_select_o;
    output tdo_o;
    input debug_tdi_i;   
    input bs_chain_tdi_i;   
    input mbist_tdi_i;   
    reg test_logic_reset;
    reg run_test_idle;
    reg select_dr_scan;
    reg capture_dr;
    reg shift_dr;
    reg exit1_dr;
    reg pause_dr;
    reg exit2_dr;
    reg update_dr;
    reg select_ir_scan;
    reg capture_ir;
    reg shift_ir, shift_ir_neg;
    reg exit1_ir;
    reg pause_ir;
    reg exit2_ir;
    reg update_ir;
    reg extest_select;
    reg sample_preload_select;
    reg idcode_select;
    reg mbist_select;
    reg debug_select;
    reg bypass_select;
    reg tdo_pad_o;
    reg tdo_padoe_o;
    reg tms_q1, tms_q2, tms_q3, tms_q4;
    wire tms_reset;
    assign tdo_o = tdi_pad_i;
    assign shift_dr_o = shift_dr;
    assign pause_dr_o = pause_dr;
    assign update_dr_o = update_dr;
    assign capture_dr_o = capture_dr;
    assign extest_select_o = extest_select;
    assign sample_preload_select_o = sample_preload_select;
    assign mbist_select_o = mbist_select;
    assign debug_select_o = debug_select;
    always @(posedge tck_pad_i) begin
        tms_q1 <= tms_pad_i;
        tms_q2 <= tms_q1;
        tms_q3 <= tms_q2;
        tms_q4 <= tms_q3;
    end
    assign tms_reset = tms_q1 & tms_q2 & tms_q3 & tms_q4 & tms_pad_i;     
    always @(posedge tck_pad_i or posedge trst_pad_i) begin
        if (trst_pad_i) test_logic_reset <= 1'b1;
        else if (tms_reset) test_logic_reset <= 1'b1;
        else begin
            if (tms_pad_i & (test_logic_reset | select_ir_scan))
                test_logic_reset <= 1'b1;
            else test_logic_reset <= 1'b0;
        end
    end
    always @(posedge tck_pad_i or posedge trst_pad_i) begin
        if (trst_pad_i) run_test_idle <= 1'b0;
        else if (tms_reset) run_test_idle <= 1'b0;
        else
  if(~tms_pad_i & (test_logic_reset | run_test_idle | update_dr | update_ir))
            run_test_idle <= 1'b1;
        else run_test_idle <= 1'b0;
    end
    always @(posedge tck_pad_i or posedge trst_pad_i) begin
        if (trst_pad_i) select_dr_scan <= 1'b0;
        else if (tms_reset) select_dr_scan <= 1'b0;
        else if (tms_pad_i & (run_test_idle | update_dr | update_ir))
            select_dr_scan <= 1'b1;
        else select_dr_scan <= 1'b0;
    end
    always @(posedge tck_pad_i or posedge trst_pad_i) begin
        if (trst_pad_i) capture_dr <= 1'b0;
        else if (tms_reset) capture_dr <= 1'b0;
        else if (~tms_pad_i & select_dr_scan) capture_dr <= 1'b1;
        else capture_dr <= 1'b0;
    end
    always @(posedge tck_pad_i or posedge trst_pad_i) begin
        if (trst_pad_i) shift_dr <= 1'b0;
        else if (tms_reset) shift_dr <= 1'b0;
        else if (~tms_pad_i & (capture_dr | shift_dr | exit2_dr))
            shift_dr <= 1'b1;
        else shift_dr <= 1'b0;
    end
    always @(posedge tck_pad_i or posedge trst_pad_i) begin
        if (trst_pad_i) exit1_dr <= 1'b0;
        else if (tms_reset) exit1_dr <= 1'b0;
        else if (tms_pad_i & (capture_dr | shift_dr)) exit1_dr <= 1'b1;
        else exit1_dr <= 1'b0;
    end
    always @(posedge tck_pad_i or posedge trst_pad_i) begin
        if (trst_pad_i) pause_dr <= 1'b0;
        else if (tms_reset) pause_dr <= 1'b0;
        else if (~tms_pad_i & (exit1_dr | pause_dr)) pause_dr <= 1'b1;
        else pause_dr <= 1'b0;
    end
    always @(posedge tck_pad_i or posedge trst_pad_i) begin
        if (trst_pad_i) exit2_dr <= 1'b0;
        else if (tms_reset) exit2_dr <= 1'b0;
        else if (tms_pad_i & pause_dr) exit2_dr <= 1'b1;
        else exit2_dr <= 1'b0;
    end
    always @(posedge tck_pad_i or posedge trst_pad_i) begin
        if (trst_pad_i) update_dr <= 1'b0;
        else if (tms_reset) update_dr <= 1'b0;
        else if (tms_pad_i & (exit1_dr | exit2_dr)) update_dr <= 1'b1;
        else update_dr <= 1'b0;
    end
    always @(posedge tck_pad_i or posedge trst_pad_i) begin
        if (trst_pad_i) select_ir_scan <= 1'b0;
        else if (tms_reset) select_ir_scan <= 1'b0;
        else if (tms_pad_i & select_dr_scan) select_ir_scan <= 1'b1;
        else select_ir_scan <= 1'b0;
    end
    always @(posedge tck_pad_i or posedge trst_pad_i) begin
        if (trst_pad_i) capture_ir <= 1'b0;
        else if (tms_reset) capture_ir <= 1'b0;
        else if (~tms_pad_i & select_ir_scan) capture_ir <= 1'b1;
        else capture_ir <= 1'b0;
    end
    always @(posedge tck_pad_i or posedge trst_pad_i) begin
        if (trst_pad_i) shift_ir <= 1'b0;
        else if (tms_reset) shift_ir <= 1'b0;
        else if (~tms_pad_i & (capture_ir | shift_ir | exit2_ir))
            shift_ir <= 1'b1;
        else shift_ir <= 1'b0;
    end
    always @(posedge tck_pad_i or posedge trst_pad_i) begin
        if (trst_pad_i) exit1_ir <= 1'b0;
        else if (tms_reset) exit1_ir <= 1'b0;
        else if (tms_pad_i & (capture_ir | shift_ir)) exit1_ir <= 1'b1;
        else exit1_ir <= 1'b0;
    end
    always @(posedge tck_pad_i or posedge trst_pad_i) begin
        if (trst_pad_i) pause_ir <= 1'b0;
        else if (tms_reset) pause_ir <= 1'b0;
        else if (~tms_pad_i & (exit1_ir | pause_ir)) pause_ir <= 1'b1;
        else pause_ir <= 1'b0;
    end
    always @(posedge tck_pad_i or posedge trst_pad_i) begin
        if (trst_pad_i) exit2_ir <= 1'b0;
        else if (tms_reset) exit2_ir <= 1'b0;
        else if (tms_pad_i & pause_ir) exit2_ir <= 1'b1;
        else exit2_ir <= 1'b0;
    end
    always @(posedge tck_pad_i or posedge trst_pad_i) begin
        if (trst_pad_i) update_ir <= 1'b0;
        else if (tms_reset) update_ir <= 1'b0;
        else if (tms_pad_i & (exit1_ir | exit2_ir)) update_ir <= 1'b1;
        else update_ir <= 1'b0;
    end
    reg [4-1:0] jtag_ir;   
    reg [4-1:0] latched_jtag_ir, latched_jtag_ir_neg;
    reg instruction_tdo;
    always @(posedge tck_pad_i or posedge trst_pad_i) begin
        if (trst_pad_i) jtag_ir[4-1:0] <= 4'b0;
        else if (capture_ir)
            jtag_ir <=  4'b0101;           
        else if (shift_ir)
            jtag_ir[4-1:0] <= {tdi_pad_i, jtag_ir[4-1:1]};
    end
    always @(negedge tck_pad_i) begin
        instruction_tdo <= jtag_ir[0];
    end
    reg [31:0] idcode_reg;
    reg        idcode_tdo;
    always @(posedge tck_pad_i) begin
        if (idcode_select & shift_dr)
            idcode_reg <= {tdi_pad_i, idcode_reg[31:1]};
        else idcode_reg <= 32'h149511c3;
    end
    always @(negedge tck_pad_i) begin
        idcode_tdo <= idcode_reg;
    end
    reg bypassed_tdo;
    reg bypass_reg;
    always @(posedge tck_pad_i or posedge trst_pad_i) begin
        if (trst_pad_i) bypass_reg <= 1'b0;
        else if (shift_dr) bypass_reg <= tdi_pad_i;
    end
    always @(negedge tck_pad_i) begin
        bypassed_tdo <= bypass_reg;
    end
    always @(posedge tck_pad_i or posedge trst_pad_i) begin
        if (trst_pad_i)
            latched_jtag_ir <= 4'b0010;   
        else if (tms_reset)
            latched_jtag_ir <= 4'b0010;   
        else if (update_ir) latched_jtag_ir <= jtag_ir;
    end
    always @(latched_jtag_ir) begin
        extest_select         = 1'b0;
        sample_preload_select = 1'b0;
        idcode_select         = 1'b0;
        mbist_select          = 1'b0;
        debug_select          = 1'b0;
        bypass_select         = 1'b0;
        case (latched_jtag_ir)  /* synthesis parallel_case */
            4'b0000:         extest_select = 1'b1;   
            4'b0001: sample_preload_select = 1'b1;   
            4'b0010:         idcode_select = 1'b1;   
            4'b1001:          mbist_select = 1'b1;   
            4'b1000:          debug_select = 1'b1;   
            4'b1111:         bypass_select = 1'b1;   
            default:         bypass_select = 1'b1;   
        endcase
    end
    always @ (shift_ir_neg or exit1_ir or instruction_tdo or latched_jtag_ir_neg or idcode_tdo or
          debug_tdi_i or bs_chain_tdi_i or mbist_tdi_i or 
          bypassed_tdo)
begin
        if (shift_ir_neg) tdo_pad_o = instruction_tdo;
        else begin
            case (latched_jtag_ir_neg)  // synthesis parallel_case
                4'b0010: tdo_pad_o = idcode_tdo;   
                4'b1000: tdo_pad_o = debug_tdi_i;   
                4'b0001:
                tdo_pad_o = bs_chain_tdi_i;   
                4'b0000: tdo_pad_o = bs_chain_tdi_i;   
                4'b1001: tdo_pad_o = mbist_tdi_i;   
                default: tdo_pad_o = bypassed_tdo;   
            endcase
        end
    end
    always @(negedge tck_pad_i) begin
        tdo_padoe_o <= shift_ir | shift_dr | (pause_dr & debug_select);
    end
    always @(negedge tck_pad_i) begin
        shift_ir_neg <= shift_ir;
        latched_jtag_ir_neg <= latched_jtag_ir;
    end
endmodule
==> /design/flow/run.sh <==
#!/bin/bash
# OpenROAD 26Q1-2900-gdf79404cd8, Yosys 0.63+post, stock flow scripts
make -C /OpenROAD-flow-scripts/flow DESIGN_CONFIG=/design/flow/config.mk WORK_HOME=/design/flow/orfs finish
==> /design/flow/config.mk <==
export PLATFORM = sky130hd
export DESIGN_NAME = tap_top
export DESIGN_NICKNAME = tap_top
export VERILOG_FILES = /design/flow/design.v
export SDC_FILE = /design/flow/constraint.sdc
export NUM_CORES = 4
export LEC_CHECK = 1
export CORE_UTILIZATION = 30
==> /design/flow/constraint.sdc <==
current_design tap_top

set clk_period 2.5
set clk_io_pct 0.2

create_clock -name clk0 -period $clk_period [get_ports {tck_pad_i}]

set non_clock_inputs [all_inputs -no_clocks]
set_input_delay [expr $clk_period * $clk_io_pct] -clock clk0 $non_clock_inputs
set_output_delay [expr $clk_period * $clk_io_pct] -clock clk0 [all_outputs]
==> flow_metrics.tcl <==
# place-and-route summary
set metrics [dict create \
    cp_top_family "simple AND/OR/NAND/NOR gates" \
    drc 0 \
    power.internal_uw 2110 \
    crit_chain "or4b_1 -> a31oi_1 -> o41ai_2 -> buf_2" \
    dpl.hpwl_um 2090 \
    vias 1278 \
    layout_setup_ws_ps -833 \
    grt_pass1_wl_um 5730 \
    finalInstanceArea_mm2 0.00274 \
    power_uw 2810 \
    fillers 655 \
    finalSetupTns_ps -833 \
    irDropWorstVdd_v 0.000443 \
    gp_congestion 0.770 \
    slew_violations 0 \
    crit_buf_inv 1 \
    grt_pass1_vias 1195 \
    dr.pass1.iters 4 \
    drive_above_1_share_pct 15.1 \
    final_layout_top_logic_cell "dfxtp_1" \
    fin_util_pct 39.7 \
    insertion_delay_ps 380 \
    p_seq_share_pct 50.1 \
    rsz0062_at_grt "yes" \
    outcome "complete, but fails checks" \
    tool_warnings 37 \
    final-hold-violation-count 0 \
    power.density_mw_per_mm2 1020 \
    yosys_area_mm2 0.00218 \
    grt.total_usage_pct 10.0 \
    cap_violations 0 \
    die_w_um 87.3 \
    cts_sinks 70 \
    placed_area_mm2 0.00249 \
    ys_seq_share_pct 70.0 \
    grt_overflow 0 \
    p_switching_uw 698 \
    swShare_pct 24.9 \
    grt_max_degree 33 \
    start_kind "flip-flop" \
    die_area_mm2 0.00762 \
    fin_worst_skew_ps 39.9 \
    leakage_uw 0.00118 \
    hold_class "flip-flop to flip-flop" \
    yosys.cell_types.count 31 \
    n_antenna_cell 0 \
    io_pins 18 \
    mostFrequentLayoutCells "dfxtp_1 (42), nor2_1 (23), dfrtp_1 (23)" \
    rows 30 \
    largest_reg_flops 32 \
    setup_viol 1 \
    wl_per_cell_um 10.7 \
    core_area_mm2 0.00691 \
    flop_cell "dfxtp_1" \
    wl_um 3360 \
    clk_path_buf_depth 2 \
    synth_area_per_cell_um2 12.3 \
    netlist_area_mm2 0.00218 \
    yosysCellCount 177 \
    critical_path_class "flip-flop to primary output" \
    drt_iter0_markers 82 \
    cp_max_fo 4 \
    edf_count 0 \
    h-tree-depth 3 \
    violations "setup timing" \
    critPathSlowestCell "or4b_1" \
    pwr-share-comb_pct 14.1 \
    hold_slack_ps 366 \
    synthToLayoutAreaGrowth_pct 25.6 \
    cts_root_buffer "clkbuf_8" \
    fp_util_pct 31.6 \
    cts_hold_buf 0 \
    clkTransAtPathRegs_ps 70 \
    critPathArrivalTime_ps 2830 \
    cp.required_ps 2000 \
    cts_made_buffers 9 \
    routed_via_density 4.07 \
    p_clk_share_pct 35.8 \
    ant_nets 0 \
    antenna_found_initial 0 \
    synthArstFlopShare_pct 35.7 \
    yosys_warnings 3 \
    syn_inst 177 \
    ys.flops 70 \
    cts_tree "yes" \
    die_y_um 87.3 \
    slew_headroom_pct 71.8 \
    port-buffer-count 17 \
    cp_slowest_stage_delay_ps 490 \
    end_kind "primary output" \
    tightest_slew_ps 422 \
]
==> cells by family (layout without fill, tap and decap cells) <==
group | count (synthesis) | count (layout) | synth area share (%)
multiplexers | 6 | 6 | 2.81
flip-flops | 70 | 70 | 70.0
AND/OR/NAND/NOR | 80 | 80 | 21.4
buffers and inverters | 11 | 52 | 2.23
AND-OR/OR-AND | 10 | 10 | 3.50
==> worst reg2reg max path, stage by stage (launching register included) <==
cell	delay, ps
dfstp_2	610
nor4b_2	80
a211o_1	290
==> worst paths after layout <==
kind,start,to,slack [ps],cells past startpoint
min reg2reg,tms_q1,tms_q2,370,0
min in group asynchronous,trst_pad_i,latched_jtag_ir[0],510,3
max,latched_jtag_ir_neg[3],tdo_pad_o,-830,4
max in group asynchronous,trst_pad_i,test_logic_reset,1700,3
max reg2reg,latched_jtag_ir[1],tdo_padoe_o,190,2
min,tms_q1,tms_q2,370,0
==> power groups by stage <==
| stage | sequential, uW | combinational, uW | clock (uW) |
|---|---|---|---|
| 6_report | 1410 | 396 | 1000 |
| 5_1_grt | 1430 | 442 | 1090 |
| 4_1_cts | 1400 | 399 | 1030 |
==> layout make-up <==
type | instances | area [um^2] | share of cell area [%]
clock buffer | 10 | 128 | 4.66
clock inverter | 15 | 118 | 4.29
inverter | 3 | 11.3 | 0.411
multi-input combinational | 96 | 619 | 22.6
sequential | 70 | 1530 | 55.9
tap | 96 | 120 | 4.38
timing repair buffer | 24 | 213 | 7.76
==> layer usage <==
metal | track usage (%) | up-vias | wire length (um)
li1 | - | 653 | -
met1 | 16.8 | 593 | 1770
met2 | 13.1 | 27 | 1360
met3 | 3.46 | 5 | 188
met4 | 1.64 | 0 | 38
met5 | 0 | - | 0
==> through the flow <==
step / setup WS [ps] / std cells
global placement: -691 / 289
CTS: -845 / 314
floorplan: -257 / 177
global route: -898 / 314
detailed placement: -711 / 289
finish: -833 / 314
==> Yosys cell counts (all sizes together), types with 3 or more instances <==
master	instances	area [um^2]
nor2b	5	31.3
clkbuf	5	21.3
mux2i	5	50.1
dfrtp	23	576
nand2b	12	75.1
a211o	4	35.0
nor3	3	15.0
inv	4	15.0
and2	21	131
nor4b	3	26.3
dfxtp	45	901
nand2	3	11.3
nor2	23	86.3
==> repair_timing <==
item                                    4_1_cts  5_1_grt
pin swaps                                     3        0
resized                                       8        2
gates cloned                                  0        0
setup buffers                                 1        0
endpoints found under the setup margin        2        3
Power is estimated from default activity; no workload was simulated.
